`design/flow/run.sh`:
```
#!/bin/bash
# OpenROAD 26Q1-2900-gdf79404cd8, Yosys 0.63+post, stock flow scripts
make -C /OpenROAD-flow-scripts/flow DESIGN_CONFIG=/design/flow/config.mk WORK_HOME=/design/flow/orfs finish
```
`design/flow/config.mk`:
```
export PLATFORM = sky130hd
export DESIGN_NAME = TOP_DESIGN
export DESIGN_NICKNAME = TOP_DESIGN
export VERILOG_FILES = /design/flow/design.v
export SDC_FILE = /design/flow/constraint.sdc
export NUM_CORES = 4
export LEC_CHECK = 1
export CORE_UTILIZATION = 40
```
`design/flow/constraint.sdc`:
```
current_design TOP_DESIGN

set clk_period 3.1
set clk_io_pct 0.2

create_clock -name clk0 -period $clk_period [get_ports {i_clk}]

set non_clock_inputs [all_inputs -no_clocks]
set_input_delay [expr $clk_period * $clk_io_pct] -clock clk0 $non_clock_inputs
set_output_delay [expr $clk_period * $clk_io_pct] -clock clk0 [all_outputs]
```
`design/flow/design.v`:
```
`timescale 1ns / 1ps
module LED_SWTICHING(
input i_clk , 
input rst_n , 
input [7:0] Red_in , 
input [7:0] Green_in , 
input [7:0] Blue_in , 
output reg o_DOUT ,
output reg [2:0] p_STATE 
    );
parameter CLK_CNT  = 100_000_000 / 800_000 ;   
parameter CLK_DIV_WIDTH  =   7;
integer  CNT_HIGH_PULSE = CLK_CNT * 0.64 ;        
integer  CNT_LOW_PULSE  = CLK_CNT * 0.32 ;        
parameter RESET_CNT  = CLK_CNT * 100    ;    
parameter RESET_CNT_WIDTH = 14   ;
parameter RESET = 3'b000, 
          LATCH_DATA = 3'b001, 
          SET_DO = 3'b010,
          TX_DATA = 3'b011, 
          CHECK_STATUS = 3'b100;
parameter GREEN = 2'b00 ,  
          RED   = 2'b01 , 
          BLUE  = 2'b10 ;         
reg [13:0] Reset_cnt = 0 ;          
reg [2:0] current_bit_index = 0;        
reg [7:0] current_byte ;        
reg [1:0] o_color  = 0;        
reg [6:0] clk_div = 0;       
reg [7:0] o_green  , o_red  , o_blue ;
reg [4:0] address_led  ; 
wire   current_address   ; 
assign o_cnt_en = (address_led == 0) ? 1'b1 : 1'b0;
always @(posedge i_clk)
     begin
       if (rst_n)                  
          begin
             o_DOUT <= 0;
             p_STATE <= RESET ;
             o_color = GREEN ;
             Reset_cnt <= 0;
             address_led <= 0;   
             current_bit_index <= 3'b111;
            end 
         else 
            begin
                   case (p_STATE )
      RESET :    begin
                o_DOUT <= 1'b0;
                address_led <= 0;
                   if (Reset_cnt == (RESET_CNT-1)) begin
                      Reset_cnt<= 1'b0;
                      p_STATE <= LATCH_DATA ;
                   end    
                     else
                      Reset_cnt <= Reset_cnt + 1'b1 ;
                  end 
     LATCH_DATA : begin
                     o_red <= Red_in ;
                     o_blue <= Blue_in ;
                     current_bit_index <= 3'b111;
                     current_byte <= Green_in ;
                     address_led <= address_led + 1'b1 ;
                     o_color <= GREEN ;
                     p_STATE <= SET_DO ;
                 end                                              
      SET_DO     : begin
                     o_DOUT <= 1'b1;
                     clk_div = 0;
                     p_STATE <= TX_DATA ;  
                    end  
     TX_DATA      :   begin
                         if ((current_byte[7] == 0) && (clk_div >= CNT_LOW_PULSE ))begin
                                o_DOUT <= 1'b0;
                         end        
                        else   if  ((current_byte[7] == 1) && (clk_div >=CNT_HIGH_PULSE))begin
                              o_DOUT <= 1'b0; 
                            end 
                         if ( clk_div== CLK_CNT-1) begin
                             clk_div <= 0;
                             p_STATE <= CHECK_STATUS ;
                           end
                         else
                            clk_div <= clk_div + 1'b1 ;
                    end                    
     CHECK_STATUS :   begin
                            if (current_bit_index!=0) begin
                                current_byte <=  {current_byte , 1'b0} ;
                                  case (current_bit_index)
                                   3'b111 : current_bit_index <= 3'b110;
                                   3'b110:  current_bit_index <= 3'b101;
                                   3'b101:  current_bit_index <= 3'b100;
                                   3'b100:  current_bit_index <= 3'b011;
                                   3'b011:  current_bit_index <= 3'b010;
                                   3'b010:  current_bit_index <= 3'b001;
                                   3'b001:  current_bit_index <= 3'b000;
                                   endcase
                                    p_STATE <= SET_DO ;  
                                 end
                            else   
                                     begin
                                             case (o_color)
                                             GREEN :  begin 
                                                      current_bit_index <= 3'b111 ;
                                                       o_color <= RED ;
                                                       current_byte <= o_red  ;
                                                       p_STATE <= SET_DO ;
                                                       end 
                                             RED :    begin
                                                     current_bit_index <= 3'b111;
                                                      o_color <= BLUE ; 
                                                      current_byte <= o_blue ;
                                                      p_STATE <= SET_DO ;
                                                       end
                                             BLUE :    begin
                                                        if (address_led == 5'b10001)
                                                            p_STATE <= RESET ;
                                                         else
                                                           p_STATE <= LATCH_DATA ;           
                                                      end 
                                             endcase
                                            end 
                                        end
                   endcase
            end                
            end                   
   assign current_address = ((p_STATE == SET_DO)|| (current_bit_index == 3'b111));    
endmodule
`timescale 1ns / 1ps
module MUX_4_1(
input [24 -1:0] in_1  , in_2 , in_3 , in_4 ,
input [2-1:0] i_sel  , 
output reg [24-1:0] o_MUX 
    );
  always @(*)
     begin
       case (i_sel)
      2'b00: o_MUX = in_1 ;
      2'b01: o_MUX = in_2 ;
      2'b10: o_MUX = in_3 ;
      2'b11: o_MUX = in_4 ;
       default : o_MUX = in_1 ; 
       endcase
     end     
endmodule
`timescale 1ns / 1ps
module TOP_DESIGN(
input i_clk , 
input rst_n ,  
    input [1:0] i_MUX, 
output wire o_D, 
output [2:0] p_STATE 
    );
  wire [23:0] o_MEM_data;  
  wire [23:0] o_RGB ;
  wire [5-1:0] o_COUNT ;
  wire o_CNT_en ;
    MUX_4_1 MUX_UO2(
 .in_1(24'b00111100_01010101_10101010)  , 
 .in_2(24'b01110111_10111100_01110101) , 
 .in_3(24'b10101011_01110001_01101100) , 
 .in_4(24'b10011001_01001001_01101001) ,
 .i_sel(i_MUX), 
 .o_MUX(o_RGB) 
    );
    LED_SWTICHING LED_U01(
 .i_clk(i_clk) , 
 .rst_n(rst_n) , 
 .Red_in(o_RGB[15:8]) , 
 .Green_in(o_RGB[23:16]) , 
 .Blue_in(o_RGB[7:0]) , 
 .o_DOUT(o_D)  ,  
 .p_STATE(p_STATE)  
 );
endmodule
```
==> results_dict.tcl <==
# metrics dict for downstream scripts
set metrics [dict create \
    internal_power_mw 1.05 \
    detail_route.antenna_diodes 0 \
    ios 8 \
    post_synth_num_cell_types 54 \
    yosys_stat_cell_total 287 \
    worst_path_max_delay_cell "dfxtp_1" \
    outcome "completed" \
    yosysTopAreaCell "edfxtp_1" \
    combPwrFrac_pct 12.6 \
    via_count 2025 \
    postSynthRegisterBits 51 \
    totalPowerFinal_mw 1.41 \
    worst_hold_slack_ps 494 \
    clock-sinks 51 \
    worst_max_slew_margin_expressed_relative_to_the_limit_pct 43.3 \
    floorplan.die_area_um2 7180 \
    postCtsHoldBufs 0 \
    netSwitchingPower_mw 0.361 \
    die-height_um 84.7 \
    share_of_power_burned_in_registers_pct 55.1 \
    yosys_area_um2 2740 \
    route.detailed.vias_per_inst 5.50 \
    setup_viol 0 \
    port_buffers 7 \
    clockRootBuffer "clkbuf_8" \
    syn2layout_area_growth_pct 7.96 \
    synthArstFlopShare_pct 0 \
    synth_seq_share_pct 45.7 \
    finalHoldViolCount 0 \
    antenna_found_initial 0 \
    cp-start-kind "register" \
    timing.critical_path.arrival_ps 1610 \
    worst_skew_pair.late_latency_ps 300 \
    cts-buffers-inserted 5 \
    swShare_pct 25.6 \
    critPathMaxFanout 18 \
    wl_met3_um 188 \
    drcViolationCount 0 \
    rsz0062_at_grt "false" \
    synth.top_cell.area_share_pct 25.2 \
    dr.first_iter.drc_count 83 \
    ant_nets 0 \
    gp_routability_congestion 0.847 \
    crit_path_buffers_inverters 1 \
    routed_wl_mm 5.05 \
    ir_drop_v 0.000267 \
    die-width_um 84.7 \
    max_cap_viol_count 0 \
    final.setup_skew_ps 11.8 \
    path_delay_family "flip-flops" \
    enable_flop_cells 23 \
    grt_max_degree 22 \
    floorplan.initialDensity_pct 42.4 \
    clk_buf_depth 2 \
    final_layout_top_logic_cells "nor2_1 (35), dfxtp_1 (28), edfxtp_1 (23), nand2_1 (22), a21oi_1 (19)" \
    ys_dominant_reg_cell "dfxtp_1" \
    synth_area_per_cell_um2 9.53 \
    timing.critical_path.required_ps 2480 \
    tns_ps 0 \
    cts_tree "built" \
    rows 29 \
    clkTransAtPathRegs_ps 90 \
    layout.cells.most_common "nor2_1" \
    openroad.warnings 33 \
    first_pass_iters 4 \
    detailroute.wirelength.met2_mm 2.14 \
    final_cell_count_without_fillers 368 \
    post_synth_instance_area_um2 2740 \
    floorplan.core_area_um2 6460 \
    maxClockFrequency_mhz 448 \
    track_usage_pct 15.1 \
    detailedPlacementHpwl_mm 3.53 \
    timing.critical_path.slowest_cell_delay_ps 740 \
    globalRouteOverflowTotal 0 \
    power_frac_clock_pct 32.3 \
    routedLengthMet1_mm 2.67 \
    numPlacedInstances 360 \
    cellPowerDensity_nw_per_um2 477 \
    synth_warnings 5 \
    mean_routed_wirelength_per_cell_um 13.7 \
    finalCritPeriodShare_pct 72.0 \
    postCtsResizedCells 0 \
    cts_post_setup_buffers_inserted 0 \
    first_global_vias 1805 \
    finalWorstPathRequiredPeriod_ps 2230 \
    max_slew_violations 0 \
    cts_htree_levels 2 \
    grt_first_pass_wirelength_mm 8.53 \
    fraction_of_layout_cells_with_a_size_suffix_above_1_pct 9.62 \
    criticalPathCategory "register to primary output" \
    max_slew.worst_pin.slew_ps 849 \
    top_cells_by_area "edfxtp_1 (25%), dfxtp_1 (20%), ha_1 (5.5%), nor2_1 (4.8%), a21oi_1 (3.5%)" \
    path_cells "clkdlybuf4s50_1" \
    timing.critical_path.to_type "primary output" \
    postSynthCellCount 287 \
    holdCritPathClass "register to register" \
    leakage_nw 1.04 \
    top_layer_used "met4" \
]
-- cell usage after synthesis (all sizes together), types with 4 or more instances --
master,count
a21oi,19
a311oi,4
a31oi,5
and3,4
buf,11
clkbuf,5
dfxtp,28
edfxtp,23
ha,12
inv,11
mux2i,7
nand2,23
nand3,15
nand3b,4
nand4,6
nor2,38
nor3,4
o211ai,4
o21ai,12
or2,5
or3,4
xor2,6
-- worst min-delay path, delay by kind of cell, from the launching register on --
kind             cells  cell delay, ps
AND-OR/OR-AND        1              60
AND/OR/NAND/NOR      1              60
flip-flops           1             350
-- power groups by stage --
| stage | Combinational (mW) | Sequential, mW | Clock (mW) |
|---|---|---|---|
| 4_1_cts | 0.178 | 0.776 | 0.473 |
| 5_1_grt | 0.202 | 0.783 | 0.498 |
| 6_report | 0.177 | 0.776 | 0.455 |
-- layer usage --
layer,track usage [%],up-vias
met5,0,-
li1,-,1055
met3,2.79,7
met4,1.54,0
met1,24.7,931
met2,22.8,32
-- path summary, 6_finish.rpt --
check	startpoint	end	slack, ps	depth (start not counted)
worst max-delay path	LED_U01.p_STATE[0]	p_STATE[0]	870	1
worst max register to register	LED_U01.o_color[0]	LED_U01.current_byte[6]	1100	4
worst min-delay path	LED_U01.current_bit_index[2]	LED_U01.current_bit_index[2]	490	2
worst min register to register	LED_U01.current_bit_index[2]	LED_U01.current_bit_index[2]	490	2
-- final cells by class --
cell class              count  area (µm²)
flip-flops and latches     51        1250
well taps                  77        96.3
fillers                   619        3500
clock buffers               5        68.8
clock inverters             3        43.8
inverters                  11        41.3
repair buffers             12         108
multi-input cells         209        1350
-- logic make-up (layout without fill, tap and decap cells) --
group,count (synthesis),in the layout,synth area share [%]
buffers and inverters,27,31,5.30
AOI/OAI and AO/OA,61,61,14.2
DFF,51,51,45.7
and+or+nand+nor,119,119,23.3
adders and majority gates,12,12,5.49
xor gates and xnor gates,8,8,2.56
muxes,9,9,3.38
-- through the flow --
stage / utilization (%) / setup WS [ps] / instance area (µm²)
CTS: 45.7 / 833 / 2950
global placement: 44.0 / 866 / 2840
floorplan: - / 1390 / 2740
detailed placement: 44.0 / 835 / 2840
finish: 45.7 / 868 / 2950
global route: 45.7 / 771 / 2950
-- state kept, by name, summed over array words and instances, names as in the netlist --
| name | cells |
|---|---|
| LED_U01.current_bit_index | 3 |
| LED_U01.o_red | 2 |
| LED_U01.p_STATE | 3 |
| LED_U01.Reset_cnt | 14 |
| LED_U01.current_byte | 8 |
| LED_U01.clk_div | 7 |
| LED_U01.o_color | 2 |
| LED_U01.o_DOUT | 1 |
| LED_U01.address_led | 5 |
| LED_U01.o_blue | 6 |
Power is estimated from default activity; no workload was simulated.
