[flow/config.mk]
export PLATFORM = sky130hd
export DESIGN_NAME = DEMULTIPLEXER
export DESIGN_NICKNAME = DEMULTIPLEXER
export VERILOG_FILES = /design/flow/design.v
export SDC_FILE = /design/flow/constraint.sdc
export NUM_CORES = 4
export LEC_CHECK = 1
export CORE_AREA = 10 10 78 78
export DIE_AREA = 0 0 88 88
[flow/run.sh]
#!/bin/bash
# OpenROAD 26Q1-2900-gdf79404cd8, Yosys 0.63+post, stock flow scripts
make -C /OpenROAD-flow-scripts/flow DESIGN_CONFIG=/design/flow/config.mk WORK_HOME=/design/flow/orfs finish
[flow/constraint.sdc]
current_design DEMULTIPLEXER

set clk_period 2.1
set clk_io_pct 0.2

create_clock -name clk0 -period $clk_period

set non_clock_inputs [all_inputs -no_clocks]
set_input_delay [expr $clk_period * $clk_io_pct] -clock clk0 $non_clock_inputs
set_output_delay [expr $clk_period * $clk_io_pct] -clock clk0 [all_outputs]
[flow/design.v]
`timescale 1ns / 1ps
module DEMULTIPLEXER(
input [23:0] i_din , 
input [1:0] i_SEL , 
output reg [23:0] o_RGB1, o_RGB2 , o_RGB3 , o_RGB4
    );
  always @(*)
     begin 
        case (i_SEL)
      2'b00 :  {o_RGB1 , o_RGB2 , o_RGB3 ,o_RGB4} = { i_din , 23'b0 , 23'b0 , 23'b0};
      2'b01 :  {o_RGB1 , o_RGB2 , o_RGB3 ,o_RGB4} = {  23'b0 ,i_din ,  23'b0 , 23'b0};
      2'b10 :  {o_RGB1 , o_RGB2 , o_RGB3 ,o_RGB4} = {  23'b0 , 23'b0 , i_din ,  23'b0};
      2'b11 :  {o_RGB1 , o_RGB2 , o_RGB3 ,o_RGB4} = {  23'b0 , 23'b0 , 23'b0 , i_din};
      default : {o_RGB1 , o_RGB2 , o_RGB3 ,o_RGB4} = {  23'b0 , 23'b0 , 23'b0 , 23'b0};
     endcase
   end  
endmodule
==> notes.md <==
The flow ran to the end, and the final reports show no timing, DRC or antenna violations. Pin placement for this block handled 122 I/O pins. For the worst setup path, the data required time is 1.68 ns. The pin count of the biggest net entering global routing is 21, and the number of diodes added for antenna fixing is 0.

The report lists the number of standard-cell rows as 24. For the area of all sequential standard cells, the log shows 0 um2. The highest-count logic cell in the final layout was clkdlybuf4s50_1. The detailed router finished its first iteration with 28 violations.

The share of the core filled with cells is 0.476. The congestion estimate from routability-driven global placement came to 0.800. The relative contribution of the clock network to total power is 0. The post-layout minimum cycle time came out at 2.04 ns. For the completed layout, the total cell area is recorded as 2100 um2. The initial antenna violation count came out at 0. The end-of-flow timing check tallies setup violations at 0. The wire length recorded after detailed routing is 4.76 mm.

The class of the worst hold path is primary input to output pin. Counting endpoints that fail hold in the final report gives 0. The run gives 1063 for the via count of the first global-routing pass. The combinational group share of total power was 1.000. The internal power contribution was 224 uW. The global routing usage summed across all routing layers is 0.109. The tools report the number of optimization iterations in the first detailed-route pass as 3. With the largest fanout on the critical path at 4, the net switching power figure is 89.2 uW. The worst setup path is launched from a primary input. The tool flagged a number of max-cap violations equal to 0.

For the area of the core region, the log shows 4410 um2. The total power divided by cell area is 149 nW/um2, and the arrival time at the worst endpoint is 1.62 ns. Overall die width: 88 um.

The tools report the sequential area share after synthesis as 0. The OpenROAD warning count was 32; the vertical extent of the die was 88 um. The endpoint class of the critical path was an output pin. The post-layout period usage of the worst path is 0.971.

Ranking logic cells in the layout by count gives the top entries clkdlybuf4s50_1, and2_1, and3_1. The analysis attributes to cell leakage a power of 0.951 nW. The most critical setup path has its endpoint at o_RGB4[12]. VDD sags by at most 0.0588 mV. The tools report the number of warnings issued by yosys as 1. Start point of the critical path: i_din[12]. The chip area estimate from yosys synthesis is 734 um2, and the post-synth design cell area is 734 um2. Summed over all nets, the half-perimeter wirelength after detailed placement is 4.04 mm.

Port buffering added 119 buffers. The mean instance size in the synthesized netlist came out at 6.56 um2. For this run, the detailed router reports a per-instance via density of 3.86. The share of layout cells above drive strength 1 is 0.181.

The effective utilization at floorplan was 0.166; the area growth from synthesis to layout was 186%. The tally of unique sky130hd cells used after synthesis is 14, and the max-slew violation total from the final report is 0. The run gives 0 for the count of flip-flops and latches.

The maximum clock frequency is 491 MHz, and the residual overflow from global routing is 0. The synthesized netlist handed to floorplanning was reported with a cell count of 112. With the area enclosed by the die boundary at 7740 um2, the sequential cell fraction of total power is 0.

With the first-pass GRT wire length at 6.80 mm, the yosys cell count is 112. The type of the setup path with the least slack was primary input to output pin. With the fraction of power spent switching nets at 0.285, the clock buffer instance count of the final layout is 0.

Detailed routing inserted a total of 1119 vias. Per the detail_route report, DRC violations left total 0. For the total power after layout, the log shows 313 uW.

After detailed placement, the total cell area comes to 2040 um2. The post-detailed-route wirelength per cell is 16.4 um. In this run the remaining antenna-violating nets after routing total 0.
## per-layer routing
layer | share of wire | track usage | up-vias
met2 | 0.50 | 0.210 | 58
met5 | 0 | 0 | -
met1 | 0.38 | 0.126 | 460
li1 | - | - | 601
met4 | 0 | 0 | 0
met3 | 0.12 | 0.0234 | 0
## cell usage after synthesis, drive strengths merged
cell	number	share of area
and3	23	0.20
and2	67	0.59
clkbuf	8	0.044
buf	6	0.072
conb	1	0.0051
a22o	1	0.014
mux2i	1	0.014
nor2b	3	0.046
nor2	2	0.010
## repair_timing
action / CTS / global route
buffers inserted: 1 / 1
cloned: 2 / 0
gates resized: 20 / 6
hold buffers: 0 / 0
pin swaps: 1 / 0
setup endpoints to repair: 93 / 17
## how the worst min path moves through the flow
| stage | from | to | slack (ns) | cells after the start |
|---|---|---|---|---|
| 5_1_grt | i_SEL[1] | o_RGB2[3] | 1.56 | 6 |
| 4_1_cts | i_din[15] | o_RGB2[13] | 1.68 | 3 |
| 6_report | i_SEL[1] | o_RGB2[3] | 1.51 | 6 |
## critical path, cell delays in order
cell and delay [ns]:
clkdlybuf4s50_1 0.55, and3_1 0.17, clkdlybuf4s50_1 0.47
## cell type report
cell class / count / area, um2
Fill cell: 441 / 2310
Timing Repair Buffer: 138 / 1370
Multi-Input combinational cell: 100 / 667
Tap cell: 52 / 65.1
## kinds of logic (layout without fill, tap and decap cells)
kind of cell | after synthesis | count (layout) | share of synthesized area
AOI/OAI and AO/OA | 1 | 1 | 0.0136
buffers and inverters | 14 | 138 | 0.116
muxes | 1 | 1 | 0.0136
other | 1 | 3 | 0.00511
and+or+nand+nor | 95 | 95 | 0.852
## metrics by stage
step | TNS, ns | hold slack [ns] | instances | setup slack [ns]
6_report | 0 | 1.51 | 290 | 0.0618
2_1_floorplan | 0 | 0.912 | 114 | 0.644
5_1_grt | -0.000594 | 1.56 | 290 | -0.000594
3_5_place_dp | -22.78 | 1.83 | 286 | -0.322
3_3_place_gp | -21.19 | 1.83 | 286 | -0.302
4_1_cts | 0 | 1.68 | 289 | 0.0264
## power by group through the flow
stage / registers [mW] / clock network [mW] / logic (mW)
after CTS: 0 / 0 / 0.319
after global routing: 0 / 0 / 0.342
final: 0 / 0 / 0.313
Power and IR drop assume default switching activity.
